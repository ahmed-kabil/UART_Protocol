==> flow/design.v <==
module baud_rate_generator
#(parameter value_bit = 10 )(
input clk,
input clear ,
input [value_bit-1:0]final_value,
output s_tick
);
reg [value_bit - 1 : 0]Q_reg , Q_next ;
always @(posedge clk , posedge clear)
  begin
    if(clear)
       Q_reg = 0 ;
    else
       Q_reg = Q_next ;
  end
assign s_tick = (Q_reg == final_value) ;
always @(*)
  begin
    Q_next = s_tick ? 'b0 : Q_reg +1 ;
  end
endmodule
==> flow/run.sh <==
#!/bin/bash
# OpenROAD 26Q1-2900-gdf79404cd8, Yosys 0.63+post, stock flow scripts
make -C /OpenROAD-flow-scripts/flow DESIGN_CONFIG=/design/flow/config.mk WORK_HOME=/design/flow/orfs finish
==> flow/config.mk <==
export PLATFORM = sky130hd
export DESIGN_NAME = baud_rate_generator
export DESIGN_NICKNAME = baud_rate_generator
export VERILOG_FILES = /design/flow/design.v
export SDC_FILE = /design/flow/constraint.sdc
export NUM_CORES = 4
export LEC_CHECK = 1
export CORE_AREA = 10 10 70 70
export DIE_AREA = 0 0 80 80
==> flow/constraint.sdc <==
current_design baud_rate_generator

set clk_period 4.1
set clk_io_pct 0.2

create_clock -name clk0 -period $clk_period [get_ports {clk}]

set non_clock_inputs [all_inputs -no_clocks]
set_input_delay [expr $clk_period * $clk_io_pct] -clock clk0 $non_clock_inputs
set_output_delay [expr $clk_period * $clk_io_pct] -clock clk0 [all_outputs]
==> flow_summary.ini <==
; physical design summary
[status]
status = complete, no violations

[placement]
place_area_um2 = 738.2
placedCellCount = 114
port_buffers = 12
dpl.hpwl_um = 938
place.gp.congestion = 0.7781

[yosys]
ys_warn_count = 1
yosys_area_um2 = 565.5
synth_flops = 10
syn_avg_cell_area_um2 = 9.922
yosys_cells = 57
synthDistinctLibCells = 16
netlist_area_um2 = 565.5
syn_inst = 57
synth_seq_share = 0.4425

[cells_and_area]
combGateArea_um2 = 299.0
area_growth_syn_to_layout_pct = 36.95
drive_above_1_share = 0.08333
seq_area_um2 = 250.2
mostFrequentLayoutCell = clkdlybuf4s50_1
final_area_um2 = 774.5
final_core_util = 0.2267
num-fill-cells = 366
mostFrequentLayoutCells = 12 x clkdlybuf4s50_1, 11 x xnor2_1, 10 x dfrtp_1, 10 x nor2_1, 7 x xor2_1
instances_no_fill = 118
largest_register_ffs = 10

[power]
switching_power_mw = 0.1503
leakage_nw = 0.2994
p_int_mw = 0.2646
p_sw_frac = 0.3623
ir_drop_mv = 0.1567
comb_power_share = 0.319
clkPwrFrac = 0.210
power.density_mw_per_mm2 = 535.7
sequentialPowerShare = 0.471

[routing]
vias_per_cell = 3.534
antenna_cells = 0
vias = 417
drt_iter0_markers = 33
first_pass_iters = 3
post_drt_wl_per_cell_um = 10.70
wirelength_um = 1263
drc = 0
ant_nets = 0

[clock_tree]
ctsResizeCount = 0
numCtsBuffers = 3
cts_hold_buffers = 0
clk_latency_ns = 0.26
clockRootBuffer = clkbuf_4
clock_path_buffers = 2
clk_pin_slew_ns = 0.07
htree_levels = 1
cts_setup_buffers = 0
clock_sinks = 10
cts_tree = yes

[floorplanning]
fp-utilization = 0.1656
num_rows = 21
io_pins = 13
die_x_um = 80
die_area_mm2 = 0.006400
core_area_mm2 = 0.003416
die_h_um = 80

[setup_path]
startpoint = final_value[9]
reg2reg_to = Q_reg[3]
path_max_fanout = 11
rr_startpoint = Q_reg[3]
reg2reg_depth = 5
crit_end = s_tick
cp.required_ns = 3.28
r2r_setup_slack_ns = 2.74
crit_arrival_ns = 2.43
critical_path_class = in2out
startpoint_type = input port
critical_path.endpoint_type = primary output

[global_routing]
grtUsageTotal = 0.04223
grt_antenna_before_repair = 0
grt_pass1_wl_um = 2145
overflow = 0
grt_pass1_vias = 448
grt_start_max_net_pins = 12

[hold_path]
hold_class = reg2reg

[flow_run]
maxCapViolCount = 0
warnings = 25

[sta]
tns_ns = 0
slew_headroom = 0.7363
finalSetupViolCount = 0
hold_violations = 0
fin_skew_ns = 0.006007
tightest_slew_ns = 0.3950
fmax_ghz = 0.3072
drv_slew = 0
rsz0062_at_grt = no
min_period_ns = 3.255
fin_crit_sh = 0.7939
[metrics by stage]
step / power [mW] / setup WS (ns) / hold slack, ns
floorplan: 0.2898 / 1.792 / 0.5033
global placement: 0.3238 / 0.8227 / 0.5594
detailed placement: 0.3280 / 0.8276 / 0.5615
CTS: 0.4188 / 0.8083 / 0.5828
global route: 0.4498 / 0.6815 / 0.6251
finish: 0.4149 / 0.8451 / 0.5742
[power by group through the flow]
stage	logic, mW	registers, mW	clock network [mW]
4_1_cts	0.135	0.194	0.0901
5_1_grt	0.154	0.201	0.0942
6_report	0.132	0.195	0.0872
[per-layer routing]
layer	vias to the layer above	wire length (um)	GRT usage
li1	217	-	-
met1	186	713	0.06454
met2	14	448	0.05136
met3	0	102	0.02500
met4	0	0	0
met5	-	0	0
[Yosys cell counts]
| cell type | count | area, um2 |
|---|---|---|
| inv_1 | 1 | 3.750 |
| buf_2 | 1 | 5.000 |
| nand4_1 | 4 | 25.02 |
| and3_1 | 1 | 6.260 |
| nand3_1 | 4 | 20.02 |
| nor2_1 | 10 | 37.54 |
| dfrtp_1 | 10 | 250.2 |
| buf_4 | 1 | 7.510 |
| nand2_1 | 2 | 7.510 |
| and4_1 | 1 | 8.760 |
| nor2b_1 | 1 | 6.260 |
| xor2_1 | 7 | 61.31 |
| nor3_1 | 1 | 5.000 |
| nor4_2 | 1 | 12.51 |
| xnor2_1 | 11 | 96.34 |
| ha_1 | 1 | 12.51 |
[worst min-delay path by stage]
stage | start | endpoint | slack [ns] | depth (start not counted)
5_1_grt | Q_reg[9] | Q_reg[9] | 0.63 | 2
6_report | Q_reg[9] | Q_reg[9] | 0.57 | 2
4_1_cts | Q_reg[9] | Q_reg[9] | 0.58 | 2
[area by class of cell]
class                      instances  area share
inverter                           1    0.004847
tap                               46     0.07431
multi-input combinational         44      0.3861
sequential                        10      0.3231
timing repair buffer              13      0.1648
clock buffer                       4     0.04685
[worst max-delay path: stages]
cell and delay [ns]:
clkdlybuf4s50_1 0.47, xnor2_1 0.13, nand4_1 0.11, nor4_2 0.22
buf_4 0.21, clkdlybuf4s50_1 0.48
[kinds of logic after synthesis]
group / count (synthesis) / synth area share
adders and majority gates: 1 / 0.02212
DFF: 10 / 0.4425
and+or+nand+nor: 25 / 0.2279
buffers and inverters: 3 / 0.02875
xor gates and xnor gates: 18 / 0.2788
Power figures rest on the tool's default switching activity, not on a simulated workload.
